==> run.sh <==
#!/bin/bash
# OpenROAD 26Q1-2900-gdf79404cd8, Yosys 0.63+post, stock flow scripts
make -C /OpenROAD-flow-scripts/flow DESIGN_CONFIG=/design/flow/config.mk WORK_HOME=/design/flow/orfs finish
==> design.v <==
module ul_read_axis #(
    parameter DATA_WIDTH = 32,
    parameter NBITS      = 4,
    parameter N = (1 << NBITS)
)(
    input                         s_ul_clk,
    input                         s_ul_aresetn,
    input  [NBITS - 1:0]          s_ul_araddr,
    input                         s_ul_arvalid,
    output                        s_ul_arready,
    output reg [DATA_WIDTH - 1:0] s_ul_rdata,
    output reg                    s_ul_rvalid,
    input                         s_ul_rready,
    output reg [N - 1:0]          axis_port_ready,
    input  [N - 1:0]              axis_port_valid,
    input  [DATA_WIDTH*N - 1:0]   axis_port_data,
    output [NBITS - 1:0]          axis_port_addr,
    output                        axis_port_addr_valid
);
reg [NBITS - 1:0]       selector;
wire [DATA_WIDTH - 1:0] axis_data;
genvar i;
generate
for (i = 0; i < DATA_WIDTH; i=i+1) begin: gen
  assign axis_data[i] = axis_port_data[DATA_WIDTH*selector + i];
end
endgenerate
wire axis_valid = axis_port_valid[selector];
localparam ST_WAIT_READ_ADDR = 1'b0;
localparam ST_WAIT_TRANSFER  = 1'b1;
reg state;
assign s_ul_arready = ((s_ul_rvalid && s_ul_rready) || ~s_ul_rvalid);
always @(posedge s_ul_clk) begin
  if (~s_ul_aresetn) begin
    axis_port_ready <= 0;
    s_ul_rvalid     <= 0;
    selector        <= 0;
    state           <= ST_WAIT_READ_ADDR;
  end else begin
    if (state == ST_WAIT_READ_ADDR) begin
      if (s_ul_arvalid && s_ul_arready) begin
        selector                      <= s_ul_araddr;
        state                         <= ST_WAIT_TRANSFER;
        axis_port_ready[s_ul_araddr]  <= 1'b1;
      end
      if (s_ul_rvalid && s_ul_rready) begin
        s_ul_rvalid                  <= 1'b0;
      end
    end else begin
      if (axis_valid) begin
        axis_port_ready <= 0;
        s_ul_rdata      <= axis_data;
        s_ul_rvalid     <= 1'b1;
        state           <= ST_WAIT_READ_ADDR;
      end
    end
  end
end
assign axis_port_addr = selector;
assign axis_port_addr_valid = (state == ST_WAIT_TRANSFER);
endmodule
==> constraint.sdc <==
current_design ul_read_axis

set clk_period 11.1
set clk_io_pct 0.2

create_clock -name clk0 -period $clk_period [get_ports {s_ul_clk}]

set non_clock_inputs [all_inputs -no_clocks]
set_input_delay [expr $clk_period * $clk_io_pct] -clock clk0 $non_clock_inputs
set_output_delay [expr $clk_period * $clk_io_pct] -clock clk0 [all_outputs]
==> config.mk <==
export PLATFORM = sky130hd
export DESIGN_NAME = ul_read_axis
export DESIGN_NICKNAME = ul_read_axis
export VERILOG_FILES = /design/flow/design.v
export SDC_FILE = /design/flow/constraint.sdc
export NUM_CORES = 4
export LEC_CHECK = 1
export CORE_AREA = 10 10 245 245
export DIE_AREA = 0 0 255 255
==> flow_summary.json <==
{
  "critPathCapture": "s_ul_arready",
  "avgViaCountPerCell": 3.939,
  "path_class": "in -> out",
  "fillers": 5795,
  "drc": 0,
  "dr.max_layer_used": "met5",
  "tightest_slew_ns": 0.7079,
  "setup_violations": 0,
  "dpl.hpwl_mm": 36.13,
  "ant_nets": 0,
  "finalWorstSetupSlack_ns": 5.579,
  "core_util_floorplan_pct": 10.92,
  "yosys_cells": 356,
  "layoutNonFillerInstCount": 1624,
  "wirelength_mm": 40.44,
  "reg2regPathDepth": 4,
  "cts_made_buffers": 5,
  "power_density_nw_per_um2": 67.00,
  "postSynth.asyncResetShare_pct": 0,
  "core_region_area_um2": 54880,
  "fin_crit_ns": 5.521,
  "cp_max_fo": 3,
  "ys_seq_share_pct": 23.38,
  "ir_drop_v": 0.00005312,
  "cts_resized": 0,
  "grt_max_degree": 49,
  "top_area_cell": "mux4_2",
  "comb_area_um2": 4282,
  "cts_tree": "built",
  "cellLeakagePower_nw": 4.042,
  "synth-edff-count": 32,
  "crit_path_end_kind": "output pin",
  "register_area_um2": 1414,
  "startpoint_type": "input port",
  "cts_hold_buffers": 0,
  "warning_count": 28,
  "rows": 86,
  "worst_r2r_endpoint": "s_ul_rdata[16]$_DFFE_PP_",
  "antenna_found_initial": 11,
  "ios": 591,
  "numSynthFlops": 54,
  "drt_pass1_iterations": 4,
  "yosys.area.top_type_share_pct": 51.86,
  "place_worst_setup_slack_ns": 5.587,
  "drv_cap": 0,
  "holdCritPathClass": "reg -> reg",
  "h-tree-depth": 2,
  "overflow": 0,
  "ys_chip_area_um2": 5993,
  "outcome": "finished, final reports clean",
  "yosys_warnings": 1,
  "fin_skew_ns": 0.008749,
  "finalClockPeriodUsage_pct": 49.74,
  "clkTransAtPathRegs_ns": 0.08,
  "synth.cell_area_um2": 5993,
  "dieWidth_um": 255,
  "clk-insertion-delay-late_ns": 0.31,
  "routed-wl-met3_mm": 4.977,
  "avgSynthCellArea_um2": 16.83,
  "synthTopCellsByArea": "mux4_2 52%, edfxtp_1 16%, mux4_1 9.6%, dfxtp_1 7.3%, mux2i_1 2.0%",
  "rr_startpoint": "selector[0]$_SDFFE_PN0P_",
  "area.growth.synth_to_final_pct": 112.3,
  "common_cells": "138 x mux4_2, 32 x edfxtp_1, 24 x nor2_1",
  "numPortBuffers": 590,
  "wl_met1_mm": 15.38,
  "grt_pass1_vias": 7371,
  "netlist_instances": 356,
  "clock_path_buffers": 2,
  "cts_setup_buffers": 0,
  "slew_violations": 0,
  "cts.sinks": 54,
  "drt_iter0_markers": 246,
  "p_total_mw": 0.8525,
  "root_buffer": "clkbuf_16",
  "critical_path.startpoint": "s_ul_rready",
  "slew_headroom_pct": 52.80,
  "final_hold_viol_count": 0,
  "grt_pass1_wl_mm": 54.19,
  "dp.cells": 1614,
  "cp_data_required_time_ns": 8.88,
  "wl_met2_mm": 19.48,
  "cp.arrival_ns": 3.30,
  "gp_congestion": 1.012,
  "yosysUniqueCellTypes": 36,
  "synth_top_flop_cell": "edfxtp_1",
  "rrSetupSlack_ns": 7.45,
  "top_cell": "mux4_2",
  "wl_per_cell_um": 24.90,
  "track_usage_pct": 12.10,
  "fp.dieH_um": 255,
  "fmax_mhz": 181.1,
  "dr_total_vias": 6397,
  "rsz0062_at_grt": "false",
  "fin_tns_setup_ns": 0,
  "drive_above_1_share_pct": 17.43,
  "chipArea_um2": 65030
}
==> state kept, by name (all words and copies together) (netlist names) <==
name	flops
state	1
axis_port_ready	16
s_ul_rvalid	1
selector	4
s_ul_rdata	32
==> logic make-up (layout without fill, tap and decap cells) <==
logic type      after synthesis  in the layout  synth area share (%)
mux                         172            172                 63.51
flops                        54             54                 23.38
buf+inv                      50            612                 5.198
simple gates                 43             43                 3.278
compound gates               33             33                 3.799
fa+ha+maj                     4              4                0.8351
other cells                   0              2                     0
==> worst min path at each step <==
stage	from	end	depth (start not counted)
CTS	state$_SDFF_PN0_	state$_SDFF_PN0_	2
finish	state$_SDFF_PN0_	state$_SDFF_PN0_	2
global route	axis_port_ready[6]$_SDFFE_PN0P_	axis_port_ready[6]$_SDFFE_PN0P_	2
==> final cells by class <==
type	count	area share, %
inverter	6	0.1770
clock buffer	5	0.9834
sequential	54	11.11
multi-input combinational	252	33.65
clock inverter	3	0.2262
timing repair buffer	598	46.89
antenna	2	0.03934
tap	704	6.923
==> placed cells by master, fill, tap and decap left out, types with 3 or more instances in the layout <==
cell type / synthesis / layout
clkbuf_16: 0 / 5
clkdlybuf4s50_1: 0 / 590
buf_4: 4 / 8
nand2_1: 4 / 4
a221oi_1: 4 / 4
dfxtp_4: 0 / 3
mux4_1: 22 / 22
edfxtp_1: 32 / 32
a31oi_1: 14 / 14
nor2_1: 24 / 24
and2_1: 4 / 3
mux2i_1: 12 / 12
dfxtp_1: 22 / 18
o21ai_0: 3 / 3
inv_1: 6 / 6
ha_1: 4 / 4
nor2b_1: 3 / 3
mux4_2: 138 / 138
==> worst max-delay path, stage by stage <==
cell and delay, ns:
clkdlybuf4s50_1 0.45, nand2b_1 0.15, clkdlybuf4s50_1 0.48
==> routing by layer <==
metal	vias to the layer above	GRT usage, %
met5	-	1.079
met4	4	1.547
met3	21	5.677
met2	462	19.97
met1	3141	14.58
li1	2769	-
==> stage by stage <==
step	hold WS [ns]	util (%)	area [um^2]
6_report	0.4723	23.19	12720
5_1_grt	0.5078	23.19	12720
3_5_place_dp	0.4661	22.90	12560
4_1_cts	0.4775	23.18	12720
3_3_place_gp	0.4576	22.90	12560
2_1_floorplan	0.4130	-	5993
==> where the power goes <==
| group | switching (mW) | leakage [nW] | total [mW] | internal, mW |
|---|---|---|---|---|
| logic | 0.131 | 3.50 | 0.437 | 0.306 |
| registers | 0.0164 | 0.471 | 0.243 | 0.227 |
| clock network | 0.0860 | 0.0759 | 0.172 | 0.0865 |
| total | 0.233 | 4.04 | 0.853 | 0.619 |
Power and IR drop assume default switching activity.
