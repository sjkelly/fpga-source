$ cat run.sh
#!/bin/bash
# OpenROAD 26Q1-2900-gdf79404cd8, Yosys 0.63+post, stock flow scripts
make -C /OpenROAD-flow-scripts/flow DESIGN_CONFIG=/design/flow/config.mk WORK_HOME=/design/flow/orfs finish
$ cat constraint.sdc
current_design fe_tx_chain_brst

set clk_period 10.0
set clk_io_pct 0.2

create_clock -name clk0 -period $clk_period [get_ports {mclk}]
create_clock -name clk1 -period $clk_period [get_ports {out_rd_clk}]

set non_clock_inputs [all_inputs -no_clocks]
set_input_delay [expr $clk_period * $clk_io_pct] -clock clk0 $non_clock_inputs
set_output_delay [expr $clk_period * $clk_io_pct] -clock clk0 [all_outputs]
$ cat config.mk
export PLATFORM = sky130hd
export DESIGN_NAME = fe_tx_chain_brst
export DESIGN_NICKNAME = fe_tx_chain_brst
export VERILOG_FILES = /design/flow/design.v
export SDC_FILE = /design/flow/constraint.sdc
export NUM_CORES = 4
export LEC_CHECK = 1
export CORE_UTILIZATION = 40
$ cat design.v
module cross_counter #(
   parameter WIDTH = 8,
   parameter GRAY_BITS = WIDTH,
   parameter OUT_WIDTH = WIDTH,
   parameter OUT_LOWER_SKIP = 0,
   parameter OUT_RESET_ASYNC = 0,
   parameter OUT_PIPELINED = 0
)(
   input                                 inrst,
   input                                 inclk,
   input                                 incmdvalid,
   input                                 incmdinc,
   output [WIDTH - 1:0]                  incnt,
   input                                 outclk,
   input                                 outrst,
   output [OUT_WIDTH - 1:OUT_LOWER_SKIP] outcnt
);
genvar i;
reg [WIDTH - 1:0] counter;
reg  [GRAY_BITS - 1:OUT_LOWER_SKIP] gray_encoded;
wire [GRAY_BITS - 1:OUT_LOWER_SKIP] sync_out;
wire [GRAY_BITS - 1:OUT_LOWER_SKIP] gcode =
	counter[GRAY_BITS - 1:OUT_LOWER_SKIP] ^ counter[GRAY_BITS - 1:OUT_LOWER_SKIP+1];
always @(posedge inclk) begin
  if (inrst) begin
    counter      <= 0;
    gray_encoded <= 0;
  end else begin
    if (incmdvalid) begin
      if (incmdinc) begin
        counter <= counter + 1;
      end else begin
        counter <= counter - 1;
      end
    end
    gray_encoded <= gcode;
  end
end
assign incnt = counter;
generate
  for (i = OUT_LOWER_SKIP; i < GRAY_BITS; i=i+1) begin: forreg
    sync_reg #(.ASYNC_RESET(OUT_RESET_ASYNC)) sreg (
      .clk(outclk),
      .rst(outrst),
      .in(gray_encoded[i]),
      .out(sync_out[i])
    );
  end
endgenerate
wire [GRAY_BITS - 1:OUT_LOWER_SKIP] outgray;
assign outgray[GRAY_BITS - 1] = sync_out[GRAY_BITS - 1];
generate
for (i = GRAY_BITS - 1; i > OUT_LOWER_SKIP; i=i-1) begin
  assign outgray[i - 1] = outgray[i] ^ sync_out[i - 1];
end
endgenerate
generate
if (OUT_PIPELINED || OUT_WIDTH != GRAY_BITS) begin
  reg [OUT_WIDTH - 1:OUT_LOWER_SKIP] oval;
  assign outcnt = oval;
  if (OUT_RESET_ASYNC) begin
    always @(posedge outclk or posedge outrst) begin
      if (outrst) begin
        oval[GRAY_BITS - 1:OUT_LOWER_SKIP] <= 0;
      end else begin
        oval[GRAY_BITS - 1:OUT_LOWER_SKIP] <= outgray[GRAY_BITS - 1:OUT_LOWER_SKIP];
      end
    end
  end else begin
    always @(posedge outclk) begin
      if (outrst) begin
        oval[GRAY_BITS - 1:OUT_LOWER_SKIP] <= 0;
      end else begin
        oval[GRAY_BITS - 1:OUT_LOWER_SKIP] <= outgray[GRAY_BITS - 1:OUT_LOWER_SKIP];
      end
    end
  end
  if (OUT_WIDTH != GRAY_BITS) begin
    wire wrap_pos = (oval[GRAY_BITS - 1:OUT_LOWER_SKIP] > outgray[GRAY_BITS - 1:OUT_LOWER_SKIP]);
    if (OUT_RESET_ASYNC) begin
      always @(posedge outclk or posedge outrst) begin
        if (outrst) begin
          oval[OUT_WIDTH - 1:GRAY_BITS]      <= 0;
        end else begin
          oval[OUT_WIDTH - 1:GRAY_BITS]      <= oval[OUT_WIDTH - 1:GRAY_BITS] + wrap_pos;
        end
      end
    end else begin
      always @(posedge outclk) begin
        if (outrst) begin
          oval[OUT_WIDTH - 1:GRAY_BITS]      <= 0;
        end else begin
          oval[OUT_WIDTH - 1:GRAY_BITS]      <= oval[OUT_WIDTH - 1:GRAY_BITS] + wrap_pos;
        end
      end
    end
  end
end else begin
  assign outcnt = outgray[OUT_WIDTH - 1:OUT_LOWER_SKIP];
end
endgenerate
endmodule
module sync_reg #(
   parameter INIT         = 0,
   parameter ASYNC_RESET  = 0
) (
   input  clk,
   input  rst,
   input  in,
   output out
);
(* ASYNC_REG = "TRUE" *) reg sync1;
(* ASYNC_REG = "TRUE" *) reg sync2;
assign out = sync2;
generate
if (ASYNC_RESET) begin
  always @(posedge clk or posedge rst) begin
    if (rst) begin
      sync1 <= INIT;
      sync2 <= INIT;
    end else begin
      sync1 <= in;
      sync2 <= sync1;
    end
  end
end else begin
  always @(posedge clk) begin
    if (rst) begin
      sync1 <= INIT;
      sync2 <= INIT;
    end else begin
      sync1 <= in;
      sync2 <= sync1;
    end
  end
end
endgenerate
endmodule
module fe_tx_chain_brst #(
    parameter LOW_ADDDR_BITS = 13,
    parameter TS_BITS        = 30
)(
    input mclk,
    input arst,
    input mode_siso,
    input mode_repeat,
    input [2:0] inter_rate,
    output [11:0] out_sdr_ai,
    output [11:0] out_sdr_aq,
    output [11:0] out_sdr_bi,
    output [11:0] out_sdr_bq,
    output        out_strobe,
    output [1:0]                debug_fe_state,
    output [LOW_ADDDR_BITS-1:0] debug_rd_addr,
    output                      ts_rd_addr_inc,
    output [TS_BITS-1:0]        ts_rd_addr_late_samples,
    output                      ts_rd_addr_processed_inc,
    input                       ts_rd_valid,    
    input [TS_BITS-1:0]         ts_rd_start,
    input [LOW_ADDDR_BITS-1:0]  ts_rd_samples,
    output [TS_BITS-1:0]        ts_current,
    output                      fifo_rd_en,
    output [LOW_ADDDR_BITS-1:0] fifo_rd_addr,
    input  [47:0]               fifo_rd_data,
    input                       out_rd_clk,
    input                       out_rd_rst,
    output [LOW_ADDDR_BITS:4]   out_rd_addr
);
wire               out_iq_sel;
wire               overrun;
wire               fifo_tready;
wire               fifo_tvalid;
lms7_tx_frm_brst_ex lms7_tx_frm_brst_ex(
   .rst(arst),
   .out_sdr_ai(out_sdr_ai),
   .out_sdr_aq(out_sdr_aq),
   .out_sdr_bi(out_sdr_bi),
   .out_sdr_bq(out_sdr_bq),
   .out_strobe(out_strobe),
   .mclk(mclk),
   .fifo_tdata(fifo_rd_data),
   .fifo_tvalid(fifo_tvalid),
   .fifo_tready(fifo_tready),
   .single_ch_mode(mode_siso),
   .inter_rate(inter_rate)
);
wire   fifo_rd_last;
wire   blk_in_time;
reg blk_in_time_reg;
reg blk_in_time_reg_2;
localparam ST_WAIT_TS         = 0;
localparam ST_WAIT_BURST      = 1;
localparam ST_INBURST         = 2;
localparam ST_REPEAT          = 3;  
reg [1:0] state;
assign debug_fe_state = state;
reg ts_rd_addr_inc_reg;
assign ts_rd_addr_inc = ts_rd_addr_inc_reg;
wire clk_iter_strobe = fifo_tready;
assign fifo_rd_en  = (state != ST_WAIT_TS) && (clk_iter_strobe);
reg [LOW_ADDDR_BITS-1:0] cur_sample_in_burst;
wire prev_last_sample_in_burst = (cur_sample_in_burst == 2);
reg  last_sample_in_burst;
reg repeat_reset;
assign fifo_tvalid = (state == ST_REPEAT || state == ST_INBURST);
wire fifo_rd_addr_inc = (state == ST_REPEAT && fifo_tready) ||
                        (state == ST_WAIT_BURST && blk_in_time_reg && clk_iter_strobe) ||
			(state == ST_INBURST && (fifo_tready) && (~last_sample_in_burst || ts_rd_valid && blk_in_time_reg));
assign ts_rd_addr_processed_inc = (state == ST_INBURST) && last_sample_in_burst && fifo_tready;
always @(posedge mclk) begin
  if (arst) begin
    ts_rd_addr_inc_reg      <= 1'b0;
    cur_sample_in_burst     <= 1'b0;
    last_sample_in_burst    <= 1'b0;
    repeat_reset            <= 1'b0;
    if (mode_repeat) begin
      state               <= ST_REPEAT;
      cur_sample_in_burst <= ts_rd_samples;
    end else begin
      state               <= ST_WAIT_TS;
    end
  end else begin
    ts_rd_addr_inc_reg <= ((state == ST_WAIT_BURST) && blk_in_time_reg && clk_iter_strobe) ||
                          ((state == ST_INBURST) && fifo_tready && last_sample_in_burst && ts_rd_valid && blk_in_time_reg);
    case (state)
      ST_WAIT_TS: begin
        if (ts_rd_valid && clk_iter_strobe) begin
          state               <= ST_WAIT_BURST;
          cur_sample_in_burst <= ts_rd_samples;
        end
      end
      ST_WAIT_BURST: begin
        if (blk_in_time_reg && clk_iter_strobe) begin
          state                  <= ST_INBURST;
        end
      end
      ST_INBURST: begin
        if (fifo_tready) begin
          if (last_sample_in_burst) begin
            if (ts_rd_valid) begin
              cur_sample_in_burst <= ts_rd_samples;
              if (~blk_in_time_reg) begin
                state             <= ST_WAIT_BURST;
              end
            end else begin
              state               <= ST_WAIT_TS;
            end
            last_sample_in_burst <= 1'b0;
          end else begin
            cur_sample_in_burst  <= cur_sample_in_burst - 1'b1;
            last_sample_in_burst <= prev_last_sample_in_burst;
          end
        end
      end
      ST_REPEAT: begin
        if (fifo_tready) begin
          if (last_sample_in_burst) begin
            cur_sample_in_burst  <= ts_rd_samples;
            last_sample_in_burst <= 1'b0;
          end else begin
            cur_sample_in_burst  <= cur_sample_in_burst - 1'b1;
            last_sample_in_burst <= prev_last_sample_in_burst;
          end
        end
        repeat_reset         <= (fifo_tready && prev_last_sample_in_burst);
      end
    endcase
  end
end
assign debug_rd_addr = fifo_rd_addr;
cross_counter #(
  .WIDTH(LOW_ADDDR_BITS),
  .GRAY_BITS(3+4),
  .OUT_WIDTH(LOW_ADDDR_BITS+1),
  .OUT_LOWER_SKIP(4)
) sym_addr (
   .inrst(arst | repeat_reset),
   .inclk(mclk),
   .incmdvalid(fifo_rd_addr_inc),
   .incmdinc(1'b1),
   .incnt(fifo_rd_addr),
   .outrst(out_rd_rst),
   .outclk(out_rd_clk),
   .outcnt(out_rd_addr)
);
reg [TS_BITS-1:0] ts_current_reg;
assign ts_current = ts_current_reg;
always @(posedge mclk) begin
  if (arst) begin
    ts_current_reg <= 0;
  end else begin
    if (clk_iter_strobe) begin
      ts_current_reg <= ts_current_reg + 1;
    end
  end
end
wire [TS_BITS-1:0] diff_v = ts_current - ts_rd_start + 1'b1;
assign ts_rd_addr_late_samples = diff_v;
always @(posedge mclk) begin
  if (arst) begin
    blk_in_time_reg   <= 0;
  end else begin
    if (clk_iter_strobe) begin
      blk_in_time_reg   <= ~diff_v[TS_BITS-1];
    end
  end
end
assign blk_in_time   = blk_in_time_reg;
endmodule
module lms7_tx_frm_brst_ex(
   input             rst,
   output reg [11:0] out_sdr_ai,
   output reg [11:0] out_sdr_aq,
   output reg [11:0] out_sdr_bi,
   output reg [11:0] out_sdr_bq,
   output reg        out_strobe,
   input             mclk,
   input [47:0]      fifo_tdata,
   input             fifo_tvalid,
   output            fifo_tready,
   input             single_ch_mode,
   input [2:0]       inter_rate
);
wire [11:0] in_sampe_bi = fifo_tdata[11:0];
wire [11:0] in_sampe_ai = fifo_tdata[23:12];
wire [11:0] in_sampe_bq = fifo_tdata[35:24];
wire [11:0] in_sampe_aq = fifo_tdata[47:36];
wire [5:0] inter_val =
    (inter_rate == 0) ? 0 :
    (inter_rate == 1) ? 1 :
    (inter_rate == 2) ? 3 :
    (inter_rate == 3) ? 7 :
    (inter_rate == 4) ? 15 :
    (inter_rate == 5) ? 31 : 63;
reg       mode_siso;
reg       siso_switch;
reg [5:0] iter;
wire      sample_release = (inter_val == iter);
always @(posedge mclk) begin
  if (rst) begin
    iter <= 0;
  end else begin
    if (sample_release) begin
      iter <= 0;
    end else begin
      iter <= iter + 1;
    end
  end
end
assign fifo_tready = siso_switch && sample_release;
always @(posedge mclk) begin
  if (rst) begin
    out_sdr_ai    <= 12'b0;
    out_sdr_aq    <= 12'b0;
    out_sdr_bi    <= 12'b0;
    out_sdr_bq    <= 12'b0;
    out_strobe    <= 1'b0;
    mode_siso   <= single_ch_mode;
    siso_switch <= ~single_ch_mode;
  end else begin
    if (mode_siso && sample_release) begin
      siso_switch   <= ~siso_switch;
    end
    if (fifo_tvalid && sample_release) begin
      if (mode_siso) begin
        out_sdr_ai    <= (~siso_switch) ? in_sampe_ai : in_sampe_aq;
        out_sdr_bi    <= (~siso_switch) ? in_sampe_ai : in_sampe_aq;
        out_sdr_aq    <= (~siso_switch) ? in_sampe_bi : in_sampe_bq;
        out_sdr_bq    <= (~siso_switch) ? in_sampe_bi : in_sampe_bq;
      end else begin
        out_sdr_ai    <= in_sampe_ai;
        out_sdr_aq    <= in_sampe_aq;
        out_sdr_bi    <= in_sampe_bi;
        out_sdr_bq    <= in_sampe_bq;
      end
    end else if (~fifo_tvalid && sample_release) begin
      out_sdr_ai    <= 12'b0;
      out_sdr_aq    <= 12'b0;
      out_sdr_bi    <= 12'b0;
      out_sdr_bq    <= 12'b0;
    end
    out_strobe      <= sample_release;
  end
end
endmodule
==> out/results.tsv <==
metric	value	unit
final routed wire length divided by cell count	14.8	um
DR vias	7669	
capturing element type of the critical path	output port	
slowest library cell on the worst path	o311ai_1	
number of unique standard cell types used by synthesis	66	
setup repair after global routing missed its margin	false	
chip footprint	21700	um^2
OpenROAD warning count	27	
number of cells upsized or downsized after cts	0	
number of instances in the synthesized netlist	1009	
Max-area cell share	28.7	%
Hold-fix buffers, CTS	0	
most common logic cell in the routed design	clkdlybuf4s50_1	
utilization after layout	57.7	%
first-pass detailed-route iteration total	4	
Buf/Inv on CP	5	
antenna violations before repair	0	
final setup violating endpoints	0	
critical path's most frequent cell	inv_1	
clock sinks	138	
height of the chip	147	um
total count of max-transition violations in the final report	0	
kind of cell adding the most delay to the critical path	AND-OR/OR-AND gates	
share of flip-flops with an asynchronous set or reset	0	%
Crit Path Category	input port to output port	
critical-path cell list	clkdlybuf4s50_1, ha_1, inv_1, ha_1, inv_1, fa_1, inv_1, a21oi_1, o221ai_1, a31oi_1, o311ai_1, a31oi_1, xnor2_1, clkdlybuf4s50_1	
critical-path maximum fanout	4	
diodes inserted	0	
total congestion overflow	0	
share of post-route cells with drive strength above 1	4.64	%
fraction of power spent switching nets	22.5	%
tightest slew margin relative to the limit	43.7	%
Tightest Pin Transition	0.831	ns
Clk pwr share	48.5	%
clock tree from TritonCTS	done	
Top cells excl fill/tap	clkdlybuf4s50_1, dfxtp_1, nand2_1	
row count	52	
flip-flops with a built-in enable	17	
Place WS	2.12	ns
result of the run	finished clean	
Pint	0.00114	W
count of input and output buffers	249	
DP Wirelength	16700	um
clock skew after layout	0.00819	ns
required time at the endpoint of the critical path	8.00	ns
routed length on met2	9910	um
Hold Worst Slack	0.431	ns
Worst EP arrival	5.93	ns
antenna-violating nets left	0	
detailed-route vias per instance	5.05	
worst min-delay path category	flop to flop	
crit start category	input port	
Max rail drop VDD	0.102	mV
DRT iter0 DRCs	444	
number of flip-flops under the largest register name	30	
drt total wl	22500	um
Mapped Avg Cell Area	8.37	um^2
area growth from synthesis to layout	39.6	%
post-synthesis cell type with the largest combined area	dfxtp_1	
Detail Route met3 WL	1890	um
last weighted congestion value of the routability-driven placer	0.858	
yosys stat area	8440	um^2
total of flip-flops plus latches after synthesis	138	
highest metal used	met4	
sequential fraction of design power	39.5	%
delay of the slowest cell on the worst path	0.74	ns
cell types with the largest area share after synthesis	dfxtp_1, ha_1, edfxtp_1	
# Max-Cap Violations	0	
area of the mapped netlist	8440	um^2
core area	20400	um^2
clock-pin transition on the worst setup and hold timing paths	0.05	ns
post-route met1 wirelength	10500	um
share of the yosys chip area belonging to registers	34.7	%
horizontal die dimension	147	um
global-route wire length before repair	36200	um
total power density per cell area	125	nW/um^2
Net Sw Power	0.000331	W
LEAKAGE	4.75	nW
Final Hold Violation Tally	0	
yosys warning tally	4	
detailed-route DRC error count	0	
Combinational Power Share	11.9	%
largest net degree at the start of global routing	58	
total global routing track utilization	21.2	%
most instantiated flip-flop cell in the synthesis netlist	dfxtp_1	
vias in the first global route	7164	
cell count listed in synth_stat.txt	1009	
boundary pin count	251	
# Post-CTS Setup Buffers	0	
effective utilization at floorplan	41.3	%
Total Negative Setup Slacks	0	ns
final setup slack of the worst path	2.07	ns
-- power by group through the flow --
stage | registers [W] | clock network [W] | logic, W
6_report | 0.000582 | 0.000715 | 0.000176
4_1_cts | 0.000582 | 0.000728 | 0.000178
5_1_grt | 0.000583 | 0.000752 | 0.000196
-- per-stage QoR --
stage	total power (W)	std cells	area (um^2)
finish	0.00147	1520	11800
global route	0.00153	1520	11800
CTS	0.00149	1520	11800
detailed placement	0.000770	1485	11100
global placement	0.000770	1485	11100
floorplan	0.000683	1009	8440
-- worst paths after layout --
check              slack, ns                                  to  cells after the start                                from
setup reg to reg        6.77                     blk_in_time_reg                     13                   ts_current_reg[1]
hold / removal          0.43       sym_addr.forreg[4].sreg.sync2                      1       sym_addr.forreg[4].sreg.sync1
max in group clk1       7.17           sym_addr.genblk3.oval[11]                      2                          out_rd_rst
min in group clk0       0.45  lms7_tx_frm_brst_ex.out_sdr_ai[10]                      2  lms7_tx_frm_brst_ex.out_sdr_ai[10]
hold reg to reg         0.43       sym_addr.forreg[4].sreg.sync2                      1       sym_addr.forreg[4].sreg.sync1
setup / recovery        2.07         ts_rd_addr_late_samples[27]                     14                      ts_rd_start[1]
-- cell families (layout without fill, tap and decap cells) --
family	count (synthesis)	count (layout)	synth area share, %
compound gates	215	215	15.1
xor+xnor	84	84	8.72
fa+ha+maj	70	70	10.5
buf+inv	112	353	5.77
flops	138	138	34.7
mux	49	49	5.81
simple gates	341	341	19.4
-- area by class of cell --
cell class / count / area, um^2
well taps: 270 / 338
inverters: 59 / 221
clock buffers: 30 / 621
flip-flops and latches: 138 / 2930
repair buffers: 259 / 2560
clock inverters: 5 / 78.8
multi-input cells: 759 / 5030
fillers: 1879 / 8650
-- metal layers --
metal  track usage (%)  vias to the layer above
met2              32.6                      206
met1              30.9                     3483
met5                 0                        -
met3              6.97                       12
met4              1.55                        0
li1                  -                     3968
-- synth_stat cells, types with 4 or more instances --
cell type  count
nor2b_1       14
a21oi_1       42
mux2i_1       49
xor2_1        33
buf_2         11
nor4_1         7
nor3_1        17
dfxtp_1      121
and2_1         8
a21o_1         6
ha_1          69
nand2b_1       7
o211ai_1       6
and3_1         9
nand2_1      120
nand4_1       12
nor2_1        68
o21bai_1       8
buf_4         14
o21ai_1       17
inv_1         58
nor3b_1        4
o21a_1         4
a31oi_1       10
edfxtp_1      17
nand3_1       47
xnor2_1       51
and4_1         4
clkbuf_1      26
o21ai_0       93
or3_1          8
-- worst reg2reg max path, stage by stage, from the launching register on --
cell      delay, ns
dfxtp_1        0.39
inv_1          0.07
ha_1           0.27
inv_1          0.04
ha_1           0.22
inv_1          0.08
fa_1           0.20
inv_1          0.05
a21oi_1        0.19
o221ai_1       0.29
a221oi_2       0.49
a211oi_1       0.19
or3b_1         0.43
a31o_1         0.21
Power and IR drop assume default switching activity.
